==> flow/design.v <==
module Ramen(
    input clk,
    input rst_n,
    input in_valid,
    input selling,
    input portion,
    input [1:0] ramen_type,
    output reg out_valid_order,
    output reg success,
    output reg out_valid_tot,
    output reg [27:0] sold_num,
    output reg [14:0] total_gain
);
parameter TONKOTSU = 0;
parameter TONKOTSU_SOY = 1;
parameter MISO = 2;
parameter MISO_SOY = 3;
parameter NOODLE_INIT = 12000;
parameter BROTH_INIT = 41000;
parameter TONKOTSU_SOUP_INIT =  9000;
parameter MISO_INIT = 1000;
parameter SOY_SAUSE_INIT = 1500;
reg  [6:0] sold_num_TONKOTSU, sold_num_TONKOTSU_SOY, sold_num_MISO, sold_num_MISO_SOY;
reg n_success;
reg selling_delay;
reg  [13:0] noodle, sub_noodle;
reg  [15:0] broth , sub_broth;
reg  [13:0] tonkotsu_soup, sub_tonkotsu_soup;
reg  [9 :0] miso, sub_miso;
reg  [10:0] soy_sause, sub_soy_sause;
reg  portion_reg;
reg  [1:0] ramen_type_reg;
reg  [3:0] cnt16;
reg [2:0] cs ,ns;
reg  selling_end;
always @( posedge clk or negedge rst_n) begin
    if (!rst_n) ramen_type_reg <= 'd0;
    else if (in_valid & cnt16 == 'd0) ramen_type_reg <= ramen_type;
end
always @( posedge clk or negedge rst_n) begin
    if (!rst_n) portion_reg <= 'd0;
    else if (in_valid & cnt16 == 'd1) portion_reg <= portion;
end
always @( posedge clk or negedge rst_n) begin
    if (!rst_n) selling_delay <= 'd0;
    else selling_delay <= selling;
end
always @( posedge clk or negedge rst_n) begin
    if (!rst_n) cnt16 <= 'd0;
    else if ( (cnt16 == 'd3 & selling ) | (cnt16 == 'd4 & !selling )) cnt16 <= 'd0;
    else if ( in_valid | cnt16 != 'd0) cnt16 <= cnt16 + 'd1;
end
always @(posedge clk or negedge rst_n) begin
    if (!rst_n) begin
        out_valid_order <= 'd0;
    end
    else if (out_valid_order) out_valid_order <= 'd0;
    else if (cnt16 == 'd2)    out_valid_order <= 'd1;
end
always @(posedge clk or negedge rst_n) begin
    if (!rst_n) begin
        success <= 'd0;
    end
    else if (success) success <= 'd0;
    else if (cnt16 == 'd2) success <= n_success;
end
always @(*) begin
    n_success = (sub_noodle <= noodle) & (sub_broth <= broth) & (sub_tonkotsu_soup <= tonkotsu_soup) & (sub_soy_sause <= soy_sause) & (sub_miso <= miso);
end
always @( posedge clk or negedge rst_n) begin
    if (!rst_n) begin
        noodle          <= NOODLE_INIT;
        broth           <= BROTH_INIT;
        tonkotsu_soup   <= TONKOTSU_SOUP_INIT;
        miso            <= MISO_INIT;
        soy_sause       <= SOY_SAUSE_INIT;
    end
    else if (selling_delay == 'd0 & selling == 'd1) begin
        noodle          <= NOODLE_INIT;
        broth           <= BROTH_INIT;
        tonkotsu_soup   <= TONKOTSU_SOUP_INIT;
        miso            <= MISO_INIT;
        soy_sause       <= SOY_SAUSE_INIT;
    end
    else if ( cnt16 == 'd2)begin
        noodle          <= n_success ? sub_noodle        : noodle          ;
        broth           <= n_success ? sub_broth         : broth           ;
        tonkotsu_soup   <= n_success ? sub_tonkotsu_soup : tonkotsu_soup   ;
        soy_sause       <= n_success ? sub_soy_sause     : soy_sause       ;
        miso            <= n_success ? sub_miso          : miso            ;
    end
end
always @(*) begin
    case ({portion_reg,ramen_type_reg})
        3'b000: begin   
            sub_noodle        = noodle           - 'd100;
            sub_broth         = broth            - 'd300;
            sub_tonkotsu_soup = tonkotsu_soup    - 'd150;
            sub_soy_sause     = soy_sause               ;
            sub_miso          = miso                    ;
        end
        3'b001: begin   
            sub_noodle        = noodle           - 'd100;
            sub_broth         = broth            - 'd300;
            sub_tonkotsu_soup = tonkotsu_soup    - 'd100;
            sub_soy_sause     = soy_sause        - 'd30 ;
            sub_miso          = miso ;
        end
        3'b010: begin   
            sub_noodle        = noodle           - 'd100;
            sub_broth         = broth            - 'd400;
            sub_tonkotsu_soup = tonkotsu_soup           ;
            sub_soy_sause     = soy_sause               ;
            sub_miso          = miso             - 'd30 ;
        end
        3'b011: begin   
            sub_noodle        = noodle           - 'd100;
            sub_broth         = broth            - 'd300;
            sub_tonkotsu_soup = tonkotsu_soup    - 'd70 ;
            sub_soy_sause     = soy_sause        - 'd15 ;
            sub_miso          = miso             - 'd15 ;
        end
        3'b100: begin   
            sub_noodle        = noodle           - 'd150;
            sub_broth         = broth            - 'd500;
            sub_tonkotsu_soup = tonkotsu_soup    - 'd200;
            sub_soy_sause     = soy_sause               ;
            sub_miso          = miso                    ;
        end
        3'b101: begin   
            sub_noodle        = noodle           - 'd150;
            sub_broth         = broth            - 'd500;
            sub_tonkotsu_soup = tonkotsu_soup    - 'd150;
            sub_soy_sause     = soy_sause        - 'd50 ;
            sub_miso          = miso                    ;
        end
        3'b110: begin   
            sub_noodle        = noodle           - 'd150;
            sub_broth         = broth            - 'd650;
            sub_tonkotsu_soup = tonkotsu_soup           ;
            sub_soy_sause     = soy_sause               ;
            sub_miso          = miso             - 'd50 ;
        end
        3'b111: begin   
            sub_noodle        = noodle           - 'd150;
            sub_broth         = broth            - 'd500;
            sub_tonkotsu_soup = tonkotsu_soup    - 'd100;
            sub_soy_sause     = soy_sause        - 'd25 ;
            sub_miso          = miso             - 'd25 ;
        end
        default: ;
    endcase
end
always @( posedge clk or negedge rst_n) begin
    if (!rst_n) begin
        sold_num_TONKOTSU       <= 'd0;
        sold_num_TONKOTSU_SOY   <= 'd0;
        sold_num_MISO           <= 'd0;
        sold_num_MISO_SOY       <= 'd0;
    end
    else if (cnt16 == 'd4) begin
        sold_num_TONKOTSU       <= 'd0;
        sold_num_TONKOTSU_SOY   <= 'd0;
        sold_num_MISO           <= 'd0;
        sold_num_MISO_SOY       <= 'd0;
    end
    else if ( cnt16 == 'd2) begin
        case (ramen_type_reg)
            TONKOTSU:       sold_num_TONKOTSU       <= sold_num_TONKOTSU     + {6'd0, n_success};
            TONKOTSU_SOY:   sold_num_TONKOTSU_SOY   <= sold_num_TONKOTSU_SOY + {6'd0, n_success};
            MISO:           sold_num_MISO           <= sold_num_MISO         + {6'd0, n_success};
            MISO_SOY:       sold_num_MISO_SOY       <= sold_num_MISO_SOY     + {6'd0, n_success};
            default: ;
        endcase
    end
end
always @(posedge clk or negedge rst_n) begin
    if (!rst_n) begin
        out_valid_tot <= 'd0;
    end
    else if (out_valid_tot) out_valid_tot <= 'd0;
    else if (cnt16 == 'd3& !selling )  out_valid_tot <= 'd1;
end
always @(posedge clk or negedge rst_n) begin
    if (!rst_n) begin
        sold_num <= 'd0;
    end
    else if (cnt16 == 'd3 & !selling) sold_num <= {sold_num_TONKOTSU, sold_num_TONKOTSU_SOY, sold_num_MISO, sold_num_MISO_SOY};
    else sold_num<= 'd0;
end
always @(posedge clk or negedge rst_n) begin
    if (!rst_n) begin
        total_gain <= 'd0;
    end
    else if (cnt16 == 'd3 & !selling) total_gain <= sold_num_TONKOTSU * 'd200 + sold_num_TONKOTSU_SOY * 'd250
                                        +sold_num_MISO     * 'd200 + sold_num_MISO_SOY * 'd250;
    else total_gain<= 'd0;
end
reg [9:0]sell_cnt ;
always @( posedge clk or negedge rst_n) begin
    if (!rst_n) sell_cnt <= 'd0;
    else if (cnt16 == 'd4) sell_cnt <= sell_cnt + 'd1;
end
reg [9:0]ord_cnt ;
always @( posedge clk or negedge rst_n) begin
    if (!rst_n) ord_cnt <= 'd0;
    else if (cnt16 == 'd2) ord_cnt <= ord_cnt + 'd1;
end
endmodule
==> flow/run.sh <==
#!/bin/bash
# OpenROAD 26Q1-2900-gdf79404cd8, Yosys 0.63+post, stock flow scripts
make -C /OpenROAD-flow-scripts/flow DESIGN_CONFIG=/design/flow/config.mk WORK_HOME=/design/flow/orfs finish
==> flow/config.mk <==
export PLATFORM = sky130hd
export DESIGN_NAME = Ramen
export DESIGN_NICKNAME = Ramen
export VERILOG_FILES = /design/flow/design.v
export SDC_FILE = /design/flow/constraint.sdc
export NUM_CORES = 4
export LEC_CHECK = 1
export CORE_UTILIZATION = 30
==> flow/constraint.sdc <==
current_design Ramen

set clk_period 10.2
set clk_io_pct 0.2

create_clock -name clk0 -period $clk_period [get_ports {clk}]

set non_clock_inputs [all_inputs -no_clocks]
set_input_delay [expr $clk_period * $clk_io_pct] -clock clk0 $non_clock_inputs
set_output_delay [expr $clk_period * $clk_io_pct] -clock clk0 [all_outputs]
==> impl_metrics.ini <==
; flow metrics
[clock_tree]
ctsResizeCount = 0
cts_hold_buf = 0
cts_buffer_depth = 2
htree_levels = 4
tritoncts = yes
clock.latency.late_pin_ps = 450
cts_num_sinks = 143
cts_made_buffers = 17
clk_pin_slew_ps = 60
postCtsSetupBuffers = 0
clockRootBuffer = clkbuf_16

[power_and_ir_drop]
power_frac_comb_pct = 70.4
p_per_area_nw_per_um2 = 307
p_leak_uw = 0.00823
peakVddDrop_mv = 0.598
clkPwrFrac_pct = 13.0
p_sw_uw = 2710
sw_frac_of_total_pct = 53.3
fin_total_pwr_uw = 5090
intPower_uw = 2370
seq_power_share_pct = 16.6

[run]
warnings = 41
drv_cap = 0

[yosys]
synth-compound-area-share_pct = 14.3
synth-edff-count = 0
ys_types = 83
syn_area_um2 = 14700
avgSynthCellArea_um2 = 9.01
ys_seq_share_pct = 24.5
synth_cells = 1636
synthFlopType = dfrtp_1
fa_ha_area_share_pct = 29.0
xor_share_pct = 7.82
async_flop_share_pct = 100
yosys_area_um2 = 14700
yosys_warnings = 1
simple_gate_share_pct = 15.3
ys_top_logic_family = adder cells
ys_sh_mux_pct = 2.47
ys_cells = 1636
synth_flops = 143

[setup_path]
path_delay_family = adder cells
max_stage_delay_ps = 610
crit_buf_inv = 5
worst_setup_path_end_kind = register
startpoint = sold_num_TONKOTSU_SOY[0]
cp_common_cell = fa_1
criticalPathCategory = reg2reg
rr_worst_depth = 25
cp_max_fo = 8
cp.required_ps = 10520
worst_path_max_delay_cell = fa_1
startpoint_type = register
crit_end = total_gain[14]
rr_startpoint = sold_num_TONKOTSU_SOY[0]
worst-r2r-setup-slack_ps = 3650
r2r_end = total_gain[14]
cp.arrival_ps = 6870
path_depth = 25

[timing]
slew_violations = 0
period_needed_ps = 6550
grt_setup_unrepaired = no
finalSetupViolations = 0
tightestPinTransition_ps = 738
slew_headroom_pct = 50.8
timing.clock.skew_ps = 9.99
finalCritPeriodShare_pct = 64.2
setup-tns-final_ps = 0
hold_viol = 0
fmax_ghz = 0.153

[finish]
final_cell_mix = ha_1 (232), inv_1 (188), nor2_1 (145), dfrtp_1 (114), xnor2_1 (98)
drive_gt1_share_pct = 6.84
finish.instance_area_um2 = 16600
mostFrequentLayoutCell = ha_1
reg_top3 = sold_num (28), broth (15), total_gain (14)
largest_reg_flops = 28
area_delta_synth_final_pct = 12.5
largest-register = sold_num

[detailed_routing]
wl_per_cell_um = 15.2
drtIter0Drc = 712
viasPerCell = 4.90
wirelength_um = 35600
first_pass_iters = 5
vias = 11461
drtAntennaViolNets = 0
n_antenna_cell = 0
drcViolationCount = 0

[placement]
dpl.hpwl_um = 26100
place.gp.congestion = 0.923
dpl-instance-area_um2 = 16000
portBuffers = 51

[global_routing]
antenna_found_initial = 0
grt_max_degree = 61
grt_pass1_wl_um = 59300
grt_overflow = 0
grt_use_total_pct = 15.1
first_global_vias = 11400

[hold_path]
whs_path_depth = 1
min_path_type = reg2reg

[die]
die_h_um = 224
core_area_um2 = 48100
die_w_um = 224
fp_util_pct = 30.6
ioPinCount = 53
fp-row-count = 80
chip_area_um2 = 50000

[outcome]
status = completed
[how the worst min path moves through the flow]
stage / endpoint / startpoint / slack, ps
CTS: out_valid_tot / out_valid_tot / 430
global route: out_valid_tot / out_valid_tot / 450
finish: out_valid_tot / out_valid_tot / 420
[power by group through the flow]
| stage | sequential [uW] | clock [uW] | combinational (uW) |
|---|---|---|---|
| global route | 867 | 707 | 4010 |
| CTS | 842 | 681 | 3590 |
| finish | 845 | 663 | 3580 |
[synth_stat cells (9+ instances only)]
master | count | area (um2)
dfstp_2 | 29 | 762
dfrtp_1 | 114 | 2850
buf_2 | 9 | 45.0
o21ai_0 | 68 | 340
nand2_1 | 94 | 353
nor3_1 | 38 | 190
and2_1 | 17 | 106
a21o_1 | 32 | 240
a211oi_1 | 19 | 143
nor2_1 | 146 | 548
nand3_1 | 53 | 265
ha_1 | 232 | 2900
nor4_1 | 16 | 100
o211ai_1 | 16 | 120
or3_1 | 11 | 68.8
mux2i_1 | 33 | 330
a211oi_2 | 9 | 113
nand2b_1 | 16 | 100
inv_1 | 188 | 706
and3_1 | 9 | 56.3
a21oi_1 | 77 | 385
fa_1 | 68 | 1360
nor2b_1 | 14 | 87.6
a31oi_1 | 12 | 75.1
nand4_1 | 25 | 156
clkbuf_1 | 40 | 150
xnor2_1 | 98 | 858
xor2_1 | 31 | 272
[worst register-to-register path, delay by kind of cell, from the launching register on]
kind            cells  cell delay (ps)
compound gates      4              640
xor+xnor            6             1220
fa+ha+maj           7             3360
buf+inv             5              280
flops               1              490
simple gates        3              440
[logic make-up after synthesis]
kind of cell | count (synthesis)
AND-OR/OR-AND | 314
XOR/XNOR | 130
adder cells (fa/ha/maj) | 301
buffers and inverters | 248
flip-flops | 143
multiplexers | 36
other | 1
AND/OR/NAND/NOR | 463
[metal layers]
metal / vias up / share of wire, % / GRT usage (%)
li1: 5735 / - / -
met4: 0 / 1.6 / 2.05
met3: 31 / 5.2 / 3.23
met2: 227 / 45 / 23.6
met5: - / 0 / 0
met1: 5468 / 48 / 22.4
[cell type report]
cell class                 count  area [um2]
fill                        4774       31600
multi-input combinational   1245       10200
sequential                   143        3610
clock buffer                  17         425
tap                          656         821
inverter                     191         717
timing repair buffer          70         654
clock inverter                15         184
[per-stage QoR]
step                      setup slack [ps]  hold slack (ps)  util (%)  cells
after floorplan                       3990              378         -   1636
after global placement                3680              420      33.2   2305
after detailed placement              3620              424      33.2   2305
after CTS                             3610              432      34.4   2337
after global routing                  3290              451      34.4   2337
final                                 3650              425      34.4   2337
